$ cat design/flow/design.v
module dmem(input          clk, we, 
            input   [31:0] a, wd, 
            output  [31:0] rd); 
reg [31:0] RAM[63:0];
assign rd = RAM[a[31:2]];
always@(posedge clk)
if(we) RAM[a[31:2]]<=wd;
endmodule
module imem(input   [5:0]  a,
            output  [31:0] rd);
  reg [31:0] RAM[63:0];
  initial
    begin
      $readmemh("memfile.dat",RAM);  
    end
  assign rd = RAM[a];  
endmodule
$ cat design/flow/memfile.dat
34088000
20098000
350A8001
11280005
A909B800
15680001
0800000A
01485022
350800FF
016A5820
01485822
AC0B0052

$ cat design/flow/run.sh
#!/bin/bash
# OpenROAD 26Q1-2900-gdf79404cd8, Yosys 0.63+post, stock flow scripts
make -C /OpenROAD-flow-scripts/flow DESIGN_CONFIG=/design/flow/config.mk WORK_HOME=/design/flow/orfs finish
$ cat design/flow/config.mk
export PLATFORM = sky130hd
export DESIGN_NAME = dmem
export DESIGN_NICKNAME = dmem
export VERILOG_FILES = /design/flow/design.v
export SDC_FILE = /design/flow/constraint.sdc
export NUM_CORES = 4
export LEC_CHECK = 1
export CORE_UTILIZATION = 50
$ cat design/flow/constraint.sdc
current_design dmem

set clk_period 40.2
set clk_io_pct 0.2

create_clock -name clk0 -period $clk_period [get_ports {clk}]

set non_clock_inputs [all_inputs -no_clocks]
set_input_delay [expr $clk_period * $clk_io_pct] -clock clk0 $non_clock_inputs
set_output_delay [expr $clk_period * $clk_io_pct] -clock clk0 [all_outputs]
==> flow_summary.toml <==
# implementation run metrics
[outcome]
status = "finished clean"

[final_timing]
fin_setup_tns_ps = 0
min_period_over_period = 0.538
holdWs_ps = 7450
worstMarginPinSlew_ps = 1080
slew_headroom = 0.280
fmax_ghz = 0.0462
hold_violations = 0
rsz0062_at_grt = "no"
drv_slew = 0
setup_viol = 0
fin_crit_ps = 21630
setup_ws_ps = 18570

[yosys]
synth.most_common_cell = "edfxtp_1"
synth_area_um2 = 78300
async_flop_share = 0
flop_cell = "edfxtp_1"
yosys_warnings = 1
yosys_area_um2 = 78300
syn_area_per_cell_um2 = 18.6
synth.distinct_cells = 55
ys_seq_elements = 2048
yosys.stat.seqShare = 0.786
largest_area_cell = "edfxtp_1"
edf_count = 2048
ys_cells = 4207
top_area_frac = 0.786
synthCells = 4207
top_cells_by_area = "edfxtp_1 79%, mux2i_1 3.3%, mux4_2 2.8%, mux2_2 2.1%, a221oi_1 2.0%"
common_cells = "2048 x edfxtp_1, 259 x mux2i_1, 188 x a22oi_1"

[critical_path]
critPathBufInv = 7
critical_path_arrival_ps = 13590
cp-start-kind = "input port"
critPathKind = "input port to output pin"
cp_max_fo = 52
required_ps = 32160
crit_top_cell = "buf_4"
path_cells = "buf_8, buf_4, buf_4, buf_4, nand2b_4, nor2_2, buf_4, a22oi_1, a31oi_1, a2111oi_0, buf_4, nand3_1, clkdlybuf4s50_1"
cpMaxStageDelayCell = "clkdlybuf4s50_1"
critPathTopFamily = "buffers and inverters"
cp-end-kind = "output pin"
cpPeakStageDelay_ps = 620

[placement]
io_buffers = 71
dp_hpwl_um = 123000
pre_cts_ws_ps = 18710
dpl-instance-area_um2 = 82200
place.gp.congestion = 0.940
dp.cells = 6216

[die]
fp-utilization = 0.506
core_area_um2 = 155000
die_w_um = 398
io_pins = 98
die_area_um2 = 158000
std_cell_rows = 144
die_h_um = 398

[cells_and_area]
layout-drive-gt1-share = 0.184
largest_reg_flops = 2048
instances_no_fill = 6593
area_delta_synth_final_pct = 13.3
final_area_um2 = 88700

[detailed_routing]
avgViaCountPerCell = 6.36
wl_per_cell_um = 33.1
ant_nets = 0
drcViolationCount = 0
dr.pass1.iters = 7
drt_iter0_drc = 2706
vias = 41900
finalWirelength_um = 218000

[global_routing]
antenna_found_initial = 20
grt_util_met3 = 0.245
use_met2 = 0.428
busiest_layer = "met2"
grt_pass1_wl_um = 310000
grt_pass1_vias = 43700
grt_overflow = 0
grtUsageMet1 = 0.414
grt_max_degree = 87
grtUsageTotal = 0.314

[clock_tree]
cts_resized = 0
cts_tree = "yes"
path_clk_slew_ps = 60
cts.sinks = 2048
htreeDepth = 4
numCtsBuffers = 203
cts_root_buf = "clkbuf_16"
hold_buffers = 0
cts_setup_buffers = 0
clockBufferDepth = 3

[worst_hold_path]
holdPathStages = 1
hp-class = "input port to flip-flop"
hold_end = "RAM[49][6]$_DFFE_PP_"
hp-start = "wd[6]"

[flow_run]
openroad.warnings = 52
max_cap_violations = 0

[power_and_ir_drop]
power_per_cell_area_nw_per_um2 = 50.1
ir_drop_mv = 0.0436
p_leak_nw = 28.4
per-stage QoR:
step	utilization	total power, W
5_1_grt	0.573	0.00457
4_1_cts	0.573	0.00447
2_1_floorplan	-	0.00253
6_report	0.573	0.00444
3_5_place_dp	0.531	0.00266
3_3_place_gp	0.531	0.00266
cells by family (layout without fill, tap and decap cells):
group           after synthesis  after routing  synth area share
other cells                   0              4                 0
mux                         502            502            0.0819
compound gates              933            933            0.0873
flops                      2048           2048             0.786
simple gates                424            424            0.0283
buf+inv                     300            638            0.0170
layout make-up:
| type | count | area (um^2) |
|---|---|---|
| Multi-Input combinational cell | 1859 | 16100 |
| Tap cell | 2044 | 2560 |
| Timing Repair Buffer | 263 | 2030 |
| Clock buffer | 253 | 5350 |
| Fill cell | 11200 | 66100 |
| Antenna cell | 4 | 10.0 |
| Clock inverter | 120 | 1100 |
| Inverter | 2 | 15.0 |
| Sequential cell | 2048 | 61500 |
how the worst max path moves through the flow:
stage                     to  cells after the start  startpoint
after CTS             rd[20]                     13        a[2]
final                 rd[28]                     13        a[2]
after global routing  rd[20]                     13        a[2]
placed cells by master, fill, tap and decap left out, types with 84 or more instances in the layout:
cell type,synthesis,routed
mux2_2,147,147
a221oi_1,175,175
o22ai_1,93,93
buf_4,8,190
mux2i_1,259,259
and3_1,85,85
a22oi_1,188,188
mux4_2,96,96
o21ai_0,84,84
clkbuf_16,0,207
a21oi_1,121,121
edfxtp_1,2048,2048
power breakdown:
group          switching [W]  leakage, nW  total, W  internal (W)
registers         0.00000288         18.4   0.00237       0.00236
clock network       0.000791         3.14   0.00183       0.00103
logic               0.000175         6.82  0.000251     0.0000754
total               0.000969         28.4   0.00444       0.00347
metal layers:
metal  part of all wire  vias up
met5             0.0018        -
met1               0.33    20900
met2               0.45     2650
li1                   -    17900
met4              0.039       34
met3               0.18      423
Power figures rest on the tool's default switching activity, not on a simulated workload.

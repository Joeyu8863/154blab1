--- design/flow/config.mk ---
export PLATFORM = sky130hd
export DESIGN_NAME = BHT
export DESIGN_NICKNAME = BHT
export VERILOG_FILES = /design/flow/design.v
export SDC_FILE = /design/flow/constraint.sdc
export NUM_CORES = 4
export LEC_CHECK = 1
export CORE_UTILIZATION = 30
--- design/flow/constraint.sdc ---
current_design BHT

set clk_period 65.8
set clk_io_pct 0.2

create_clock -name clk0 -period $clk_period [get_ports {clk}]

set non_clock_inputs [all_inputs -no_clocks]
set_input_delay [expr $clk_period * $clk_io_pct] -clock clk0 $non_clock_inputs
set_output_delay [expr $clk_period * $clk_io_pct] -clock clk0 [all_outputs]
--- design/flow/design.v ---
module BHT(input [31:0] f_PC, e_PC, target_address, input taken, is_branch, clk, output reg [31:0] pred_address, output reg pred_take, found);
reg [127:0] PC_cache [31:0];
reg [127:0] predict_cache [31:0];
reg [127:0] PHT [1:0];
integer i;
initial begin
	for (i = 0; i < 128; i = i + 1) begin
		PHT[i] = 2'b0;
	end
	pred_address = 32'b0;
	pred_take = 1'b0;
	found = 1'b0;
end
always @(posedge clk) begin
	if(is_branch==1'b1) begin
 		if(PC_cache[e_PC[6:0]]==e_PC) begin
			if(taken==1'b1 & PHT[e_PC[6:0]]!=2'b11) begin
				PHT[e_PC[6:0]] = PHT[e_PC[6:0]] + 1;
			end
			else if(taken==1'b0 & PHT[e_PC[6:0]]!=2'b00) begin
				PHT[e_PC[6:0]] = PHT[e_PC[6:0]] - 1;
			end
		end
		else begin
			PC_cache[e_PC[6:0]] = e_PC;
			predict_cache[e_PC[6:0]] = target_address;
			if(taken==1'b1) begin
				PHT[e_PC[6:0]] = 2'b01;
			end
		end
	end
	if(PC_cache[f_PC[6:0]]==f_PC) begin
		found = 1'b1;
		if(PHT[f_PC[6:0]]==2'b1x) begin
			pred_address = predict_cache[f_PC[6:0]];
			pred_take = 1'b1;
		end
		else begin
			pred_take = 1'b0;
		end
	end
	else begin
		found = 1'b0;
	end
end
endmodule
--- design/flow/run.sh ---
#!/bin/bash
# OpenROAD 26Q1-2900-gdf79404cd8, Yosys 0.63+post, stock flow scripts
make -C /OpenROAD-flow-scripts/flow DESIGN_CONFIG=/design/flow/config.mk WORK_HOME=/design/flow/orfs finish
==> flow_metrics.env <==
# physical design summary
export IMPL_cts_sinks=5410
export IMPL_postSynthAreaPerCell_um2=9.64
export IMPL_grt_pass1_vias=207000
export IMPL_numPortBuffers=132
export IMPL_fmax_ghz=0.0347
export IMPL_finalHoldViolations=0
export IMPL_finalClockPeriodUsage_pct=43.7
export IMPL_synth_seq_area_share_pct=47.4
export IMPL_vias_per_cell=6.42
export IMPL_layout_min_cycle_time_ns=28.78
export IMPL_drv_cap=4
export IMPL_vias=225000
export IMPL_clock_latency_ns=1.23
export IMPL_drt_iter0_markers=29800
export IMPL_num_rows=320
export IMPL_synth_simple_area_share_pct=23.0
export IMPL_setup_slack_ns=37.02
export IMPL_slowest_stage="a2111oi_0"
export IMPL_warning_count=38
export IMPL_numSynthFlops=5410
export IMPL_lay_top_count="dfxtp_1"
export IMPL_crit_path_end_kind="flip-flop"
export IMPL_synth_cell_types=113
export IMPL_cp_max_fo=33
export IMPL_grt_pass1_wl_um=2190000
export IMPL_ys_chip_area_um2=229000
export IMPL_root_buffer="clkbuf_16"
export IMPL_final_layout_size_suffix_gt1_share_pct=19.1
export IMPL_firstDrtPassIters=9
export IMPL_max_vdd_ir_drop_mv=0.0271
export IMPL_crit_type="in -> reg"
export IMPL_ff_type="dfxtp_1"
export IMPL_tns_ns=0
export IMPL_dp_hpwl_um=1200000
export IMPL_fa_ha_area_share_pct=0.0164
export IMPL_cp_arrival_ns=29.58
export IMPL_cts_made_buffers=639
export IMPL_yosysWarningCount=4
export IMPL_place_congestion=1.09
export IMPL_cts_tree="done"
export IMPL_post_cts_buffers=0
export IMPL_place_ws_ns=37.13
export IMPL_drt_total_wl_um=1720000
export IMPL_htreeDepth=6
export IMPL_post_drt_wl_per_cell_um=49.0
export IMPL_cp_data_required_time_ns=66.60
export IMPL_track_usage_pct=44.5
export IMPL_hold_class="reg -> reg"
export IMPL_slew_limit_headroom_pct=-16.2
export IMPL_async_flop_share_pct=0
export IMPL_compound_area_share_pct=15.8
export IMPL_lay_top_cells="dfxtp_1 (5375), and2_1 (3195), mux2_2 (1755)"
export IMPL_chipArea_um2=768000
export IMPL_xor_area_share_pct=0.424
export IMPL_synthCells=23800
export IMPL_fin_skew_ns=0.0851
export IMPL_cts_resized_gates=0
export IMPL_grt_overflow=0
export IMPL_grt_max_degree=121
export IMPL_p_leak_nw=107
export IMPL_syn_area_um2=229000
export IMPL_edf_count=35
export IMPL_rsz0062_at_grt="no"
export IMPL_worst_pin_slew_ns=1.70
export IMPL_clockBufferDepth=4
export IMPL_outcome="complete, but fails checks"
export IMPL_fp_util_pct=30.2
export IMPL_holdBufCountCts=0
export IMPL_antenna_found_initial=403
export IMPL_die_h_um=876
export IMPL_max_stage_delay_ns=1.23
export IMPL_p_per_area_nw_per_um2=30.2
export IMPL_ys_cells=23800
export IMPL_area_growth_synth_to_final_pct=17.9
export IMPL_clk_pin_slew_worst_paths_ns=0.06
export IMPL_io_pins=133
export IMPL_power_mw=8.17
export IMPL_setup_viol=0
export IMPL_chipWidth_um=876
export IMPL_ys_sh_mux_pct=9.45
export IMPL_violations="antenna rules, capacitance limit, slew limit"
export IMPL_drc=0
export IMPL_core_um2=760000
export IMPL_final_max_slew_violation_count=7
export IMPL_crit_top_cell="buf_4"
export IMPL_startpoint_type="input pin"
export IMPL_drtAntennaViolNets=5
export IMPL_synthTopLogicFamily="simple AND/OR/NAND/NOR gates"
-- kinds of logic after synthesis --
group | after synthesis
AND/OR/NAND/NOR | 9539
flip-flops | 5410
AND-OR/OR-AND | 4600
buffers and inverters | 2173
multiplexers | 1943
XOR/XNOR | 111
adder cells (fa/ha/maj) | 3
-- layout make-up --
cell class	instances	area [um2]
sequential	5410	109000
fill	75500	490000
antenna	451	1130
clock inverter	218	3150
inverter	139	524
timing repair buffer	1559	12400
clock buffer	936	18700
multi-input combinational	16200	113000
tap	10100	12700
-- where the power goes --
group          leakage, nW  switching [mW]  internal [mW]
clock                 10.7            1.60           2.18
sequential            44.2           0.109           3.53
combinational         52.2           0.494          0.259
-- Yosys cell counts, types with 152 or more instances --
| cell | instances | area [um2] |
|---|---|---|
| buf_1 | 196 | 736 |
| nand2_1 | 1178 | 4420 |
| and3_1 | 651 | 4070 |
| a22oi_1 | 370 | 2780 |
| nor3_1 | 338 | 1690 |
| nand4_1 | 546 | 3420 |
| a32o_1 | 252 | 2520 |
| o22ai_1 | 174 | 1090 |
| a2111oi_0 | 189 | 1660 |
| dfxtp_1 | 5375 | 108000 |
| a21oi_1 | 329 | 1650 |
| o211ai_1 | 292 | 2190 |
| and2_1 | 3197 | 20000 |
| buf_2 | 327 | 1640 |
| nand3_1 | 959 | 4800 |
| a221oi_1 | 429 | 3760 |
| o21ai_0 | 459 | 2300 |
| o2111ai_1 | 152 | 1330 |
| mux2_2 | 1755 | 19800 |
| nor2_1 | 1374 | 5160 |
| a22o_1 | 931 | 8150 |
| mux2i_1 | 180 | 1800 |
| clkbuf_1 | 1414 | 5310 |
| nor4_1 | 423 | 2650 |
-- final timing paths --
kind                               startpoint  slack (ns)  cells after the start                     endpoint
hold reg to reg   predict_cache[0][2]$_DFF_P_        0.45                      2  predict_cache[0][2]$_DFF_P_
hold / removal    predict_cache[0][2]$_DFF_P_        0.45                      2  predict_cache[0][2]$_DFF_P_
setup / recovery                      e_PC[4]       37.02                     37   pred_address[26]$_DFFE_PP_
setup reg to reg     PC_cache[22][33]$_DFF_P_       51.43                     33   pred_address[26]$_DFFE_PP_
-- per-stage QoR --
step / std cells / hold WS (ns) / cell area, um2 / utilization (%)
3_3_place_gp: 33400 / 0.433 / 247000 / 32.5
6_report: 35100 / 0.446 / 270000 / 35.6
5_1_grt: 34700 / 0.462 / 269000 / 35.4
2_1_floorplan: 23800 / 0.419 / 229000 / -
3_5_place_dp: 33400 / 0.434 / 247000 / 32.5
4_1_cts: 34600 / 0.447 / 269000 / 35.4
-- sequential cells by signal, summed over array words and instances, names as in the netlist, named ones only --
name and flops:
PC_cache 4096, predict_cache 1024, PHT 254, pred_address 32
found 1, pred_take 1
-- per-layer routing --
layer | vias up | track usage [%] | share of wire (%) | wire length, um
met1 | 112000 | 56.4 | 38 | 651000
met2 | 18600 | 57.9 | 39 | 671000
met3 | 5693 | 23.8 | 14 | 248000
li1 | 88200 | - | - | -
met4 | 160 | 31.0 | 8.4 | 144000
met5 | - | 1.31 | 0.14 | 2400
-- worst max-delay path: cells and delay by family --
| kind | cells | cell delay [ns] |
|---|---|---|
| compound gates | 7 | 4.01 |
| buf+inv | 18 | 7.36 |
| simple gates | 12 | 4.45 |
Power figures rest on the tool's default switching activity, not on a simulated workload.
